==> flow/design.v <==
module ps2_mouse_driver (
    input clk,               
    input reset,             
    input ps2_clk,           
    input ps2_data,          
    output reg [11:0] x_pos,  
    output reg [11:0] y_pos,  
    output reg [31:0] seg_data,  
    output reg left_btn,     
    output reg right_btn     
);
    localparam MAX_X = 12'd639;  
    localparam MAX_Y = 12'd479;   
    localparam INIT_X = 12'd320;  
    localparam INIT_Y = 12'd240;   
    wire [31:0] record;  
    wire finished;  
    ps2_recorder recorder (
        .clk(clk),
        .reset(reset),
        .ps2_clk(ps2_clk),
        .ps2_data(ps2_data),
        .record(record),
        .finished(finished)
    );
    reg prev_finished;  
    always @(posedge clk or posedge reset) begin
        if (reset) begin
            x_pos <= INIT_X;
            y_pos <= INIT_Y;
            left_btn <= 0;
            right_btn <= 0;
            prev_finished <= 0;
        end else begin
            if (finished && !prev_finished) begin
                left_btn <= record[16];           
                right_btn <= record[17];          
                if (x_pos + $signed({{4{record[15]}}, record[15:8]}) > MAX_X && record[15] == 0) begin
                    x_pos <= MAX_X;  
                end else if (x_pos + $signed({{4{record[15]}}, record[15:8]}) > MAX_X && record[15] == 1) begin
                    x_pos <= 0;  
                end else begin
                    x_pos <= x_pos + $signed({{4{record[15]}}, record[15:8]});
                end
                if (y_pos + $signed({{4{record[7]}}, record[7:0]}) > MAX_Y && record[7] == 0) begin
                    y_pos <= MAX_Y;  
                end else if (y_pos + $signed({{4{record[7]}}, record[7:0]}) > MAX_Y && record[7] == 1) begin
                    y_pos <= 0;  
                end else begin
                    y_pos <= y_pos + $signed({{4{record[7]}}, record[7:0]});
                end
                if ($signed(x_pos) > MAX_X) x_pos <= MAX_X;
                if ($signed(y_pos) > MAX_Y) y_pos <= MAX_Y;
                if ($signed(x_pos) < 0) x_pos <= 0;
                if ($signed(y_pos) < 0) y_pos <= 0;
            end
            prev_finished <= finished;  
        end
    end
endmodule
module ps2_recorder (
    input clk,
    input reset,
    input ps2_clk,
    input ps2_data,
    output reg [31:0] record,
    output wire finished
);
    reg [1:0] sync_reg;       
    reg [10:0] shift_reg;     
    reg [3:0] bit_count;       
    wire ps2_clk_falling;     
    reg [2:0] count = 0;          
    assign finished = (count == 3'b011);  
    always @(posedge clk or posedge reset) begin
        if (reset)
            sync_reg <= 2'b11;
        else
            sync_reg <= {sync_reg[0], ps2_clk};
    end
    assign ps2_clk_falling = (sync_reg == 2'b10);
    always @(posedge clk or posedge reset) begin
        if (reset) begin
            bit_count <= 0;
            shift_reg <= 11'h7FF;
            record <= 0;
        end
        else if (ps2_clk_falling) begin   
            shift_reg <= {ps2_data, shift_reg[10:1]};
            if (bit_count == 4'd10) begin   
                bit_count <= 0;             
                record <= {record[23:0], shift_reg[9:2]};
                if (count < 3'b011) begin
                    count <= count + 1;
                end else begin
                    count <= 1;
                end
            end
            else begin
                bit_count <= bit_count + 1;  
            end
        end
    end
endmodule
==> flow/run.sh <==
#!/bin/bash
# OpenROAD 26Q1-2900-gdf79404cd8, Yosys 0.63+post, stock flow scripts
make -C /OpenROAD-flow-scripts/flow DESIGN_CONFIG=/design/flow/config.mk WORK_HOME=/design/flow/orfs finish
==> flow/config.mk <==
export PLATFORM = sky130hd
export DESIGN_NAME = ps2_mouse_driver
export DESIGN_NICKNAME = ps2_mouse_driver
export VERILOG_FILES = /design/flow/design.v
export SDC_FILE = /design/flow/constraint.sdc
export NUM_CORES = 4
export LEC_CHECK = 1
export CORE_UTILIZATION = 30
==> flow/constraint.sdc <==
current_design ps2_mouse_driver

set clk_period 5.1
set clk_io_pct 0.2

create_clock -name clk0 -period $clk_period [get_ports {clk}]

set non_clock_inputs [all_inputs -no_clocks]
set_input_delay [expr $clk_period * $clk_io_pct] -clock clk0 $non_clock_inputs
set_output_delay [expr $clk_period * $clk_io_pct] -clock clk0 [all_outputs]
==> flow_metrics.tcl <==
# place-and-route summary
set metrics [dict create \
    enable_flop_cells 3 \
    power.total_mw 2.64 \
    drtIter0Drc 126 \
    ys_sh_xor 0.0422 \
    p_int_mw 1.69 \
    seq_power_share 0.324 \
    grt_pass1_wl_microns 13000 \
    reg2reg_depth 9 \
    hold_slack_ns 0.364 \
    worstMarginPinSlew_ns 0.570 \
    async_flop_share 0.952 \
    outcome "completed" \
    r2r-start "y_pos[0]" \
    vias 2804 \
    final_layout_top_logic_cells "43 x dfrtp_1, 32 x conb_1, 29 x nand2_1, 29 x mux2_2, 29 x clkdlybuf4s50_1" \
    dp_hpwl_microns 5600 \
    hold_buffers 0 \
    syn_to_final_growth_pct 17.0 \
    cts_setup_buffers 0 \
    synth_seq_share 0.409 \
    top_register "recorder.record" \
    cts_buffer_depth 2 \
    syn_area_sq_um 3940 \
    fillers 1278 \
    yosys.area_share.simple 0.121 \
    final_max_slew_viol_count 0 \
    ys.flops 63 \
    n_antenna_cell 0 \
    ant_nets 0 \
    io_pins 62 \
    utilization 0.363 \
    clock_sinks 63 \
    ctsResizeCount 0 \
    r2r_end "y_pos[1]" \
    crit_start "y_pos[0]" \
    clock_latency_ns 0.32 \
    ctsHtreeMaxLevel 3 \
    rows 41 \
    place.gp.congestion 0.874 \
    ir_drop_mv 0.204 \
    wl_per_cell_microns 13.1 \
    drt-total-wl_microns 7630 \
    maxCapViolCount 0 \
    fp_util 0.310 \
    drc 0 \
    logic_family "AND-OR/OR-AND gates" \
    aoi_share 0.174 \
    cp-end-kind "flop" \
    setup_viol 0 \
    p_sw_frac 0.358 \
    yosys_cells 372 \
    critPathMaxFanout 8 \
    clockPowerShare 0.241 \
    reg_top3 "recorder.record x18, x_pos x12, y_pos x12" \
    setup_tns_ns 0 \
    relSlewSlack 0.619 \
    fp.dieW_microns 117 \
    io_buffer_count 29 \
    worstPathRequired_ns 5.35 \
    setup_slack_ns 1.99 \
    layout-drive-gt1-share 0.186 \
    post-place-ws_ns 2.01 \
    pwr-share-comb 0.435 \
    via_per_inst 4.83 \
    clkTransAtPathRegs_ns 0.05 \
    powerDensity_nw_per_um2 572 \
    numCtsBuffers 9 \
    period_needed_ns 3.11 \
    syn_avg_cell_area_sq_um 10.6 \
    cts_tree "yes" \
    critPathKind "reg -> reg" \
    drt_pre_antenna_iters 4 \
    synth_cell_types 61 \
    leakage_nw 2.11 \
    synth-main-ff-cell "dfrtp_1" \
    whs_endpoint "recorder.sync_reg[1]" \
    reg2reg_slack_ns 1.99 \
    hold_class "reg -> reg" \
    die_area_sq_um 13600 \
    yosys_area_sq_um 3940 \
    final_common_cell "dfrtp_1" \
    globalRouteOverflowTotal 0 \
    fin_crit_sh 0.610 \
    hold_path_depth 0 \
    largest_register_ffs 18 \
    synth_adder_area_share 0.0863 \
    warnings 25 \
    finClkSkew_ns 0.00614 \
    grt_usage 0.124 \
    hp-start "recorder.sync_reg[0]" \
    critPathLaunchType "flop" \
    grt_pass1_vias 2681 \
    ys_sh_mux 0.0854 \
    rsz0062_at_grt "false" \
    core_area_sq_um 12700 \
    die_h_microns 117 \
    synth_cells 372 \
    net-switching-power_uw 945 \
    clock.fmax_mhz 321 \
    clockRootBuffer "clkbuf_16" \
    antenna_found_initial 0 \
    grt_max_degree 45 \
    hold_violations 0 \
    arrival_ns 3.37 \
    yosysWarnings 34 \
]
## synth_stat cells (all sizes together), types with 7 or more instances
library cell   n  share of area
a21oi         16          0.023
xnor2         15          0.033
inv            9         0.0086
mux2          29          0.083
nand3         10          0.013
dfstp         17           0.11
buf           34          0.065
o31ai          7          0.013
nand2         29          0.028
dfrtp         43           0.27
o21ai         21          0.028
a21o           9          0.017
nor2          13          0.012
a32o          10          0.025
clkbuf         9         0.0086
ha            24          0.076
## worst max-delay path, stage by stage, from the launching register on
cell	delay [ns]
dfrtp_1	0.42
ha_1	0.25
fa_1	0.41
a21oi_1	0.26
o22ai_1	0.17
o41ai_1	0.36
xnor2_1	0.16
a311oi_2	0.46
a21o_1	0.34
a32o_1	0.21
## layer usage
layer  track usage  vias up  part of all wire
li1              -     1368                 -
met5             0        -                 0
met3        0.0370       13             0.064
met4        0.0186        0             0.013
met2         0.185       79              0.44
met1         0.184     1344              0.48
## power groups by stage
stage	Sequential, mW	Combinational (mW)	Clock [mW]
finish	0.855	1.15	0.635
global route	0.885	1.30	0.677
CTS	0.858	1.15	0.650
## through the flow
stage	instances	cell area (sq um)
3_5_place_dp	565	4310
6_report	581	4610
3_3_place_gp	565	4310
5_1_grt	581	4610
4_1_cts	581	4610
2_1_floorplan	403	4060
## cell type report
class                           instances  area (sq um)  share of cell area
Sequential cell                        63          1610               0.350
Multi-Input combinational cell        288          2120               0.460
Inverter                                9          33.8             0.00733
Clock inverter                          4          70.1              0.0152
Tap cell                              172           215              0.0467
Clock buffer                           12           236              0.0513
Timing Repair Buffer                   33           320              0.0695
## worst max path at each step
stage                       to  cells past startpoint
after CTS             y_pos[2]                      9
after global routing  y_pos[7]                      9
final                 y_pos[1]                      9
## logic make-up (layout without fill, tap and decap cells)
logic type | after synthesis | after routing
mux | 30 | 30
compound gates | 92 | 92
buf+inv | 52 | 58
xor+xnor | 19 | 19
fa+ha+maj | 26 | 26
other cells | 1 | 32
flops | 63 | 63
simple gates | 89 | 89
Power and IR drop assume default switching activity.
