--- design/flow/config.mk ---
export PLATFORM = sky130hd
export DESIGN_NAME = buzzer_controller
export DESIGN_NICKNAME = buzzer_controller
export VERILOG_FILES = /design/flow/design.v
export SDC_FILE = /design/flow/constraint.sdc
export NUM_CORES = 4
export LEC_CHECK = 1
export CORE_UTILIZATION = 30
--- design/flow/constraint.sdc ---
current_design buzzer_controller

set clk_period 6.0
set clk_io_pct 0.2

create_clock -name clk0 -period $clk_period [get_ports {clk}]

set non_clock_inputs [all_inputs -no_clocks]
set_input_delay [expr $clk_period * $clk_io_pct] -clock clk0 $non_clock_inputs
set_output_delay [expr $clk_period * $clk_io_pct] -clock clk0 [all_outputs]
--- design/flow/design.v ---
module clkdiv(
    input               clk,
    input               rst,  
    output reg [31:0]   div_res
);
    always @(posedge clk) begin      
        if(rst == 1'b1) begin
            div_res <= 32'b0;
        end else begin
            div_res <= div_res + 32'b1;   
        end
    end
endmodule
module buzzer_controller(
    input wire clk,         
    input wire [15:0] score,  
    input wire mouse_click,  
    input wire is_win,
    input wire is_lose,
    input wire [2:0] live,  
    input wire enabled,  
    input wire reset,  
    output reg [5:0] note  
);
    reg is_playing = 0;  
    reg prev_is_win = 0;  
    reg prev_is_lose = 0;  
    reg [2:0] prev_live = 3'd0;  
    reg [15:0] prev_score = 16'd0;  
    reg [511:0] current_notelist;  
    reg [511:0] current_notelist_length;  
    reg [31:0] current_playtime;  
    wire [31:0] div_res;
    clkdiv u_clkdiv (
        .clk(clk),
        .rst(reset),
        .div_res(div_res)
    );
    always @(posedge div_res[17]) begin
        if (reset) begin
            is_playing <= 0;
            note <= 8'd0;
            current_playtime <= 32'd0;
        end else if (enabled) begin
            if (is_playing) begin
                current_playtime <= current_playtime + 1;
                if (current_playtime >= current_notelist_length[7:0]) begin  
                    current_notelist_length <= current_notelist_length >> 8;  
                    current_notelist <= current_notelist >> 8;
                    current_playtime <= 32'd0;  
                    if (current_notelist_length == 0) begin
                        is_playing <= 0;  
                        note <= 8'd0;
                    end else begin
                        note <= current_notelist[7:0];  
                    end
                end
            end else if (is_win && !prev_is_win) begin
                is_playing <= 1;
                current_notelist <= {
                    8'd18,   
                    8'd18,   
                    8'd18,   
                    8'd16,   
                    8'd16,   
                    8'd9,    
                    8'd12,   
                    8'd16,   
                    8'd9,    
                    8'd12,   
                    8'd16,   
                    8'd14,   
                    8'd14,   
                    8'd7,    
                    8'd10,   
                    8'd14,   
                    8'd7,    
                    8'd10,   
                    8'd14    
                };
                current_notelist_length <= {
                    8'd200,
                    8'd200,   
                    8'd200,
                    8'd200,
                    8'd200,
                    8'd100,
                    8'd100,
                    8'd100,
                    8'd100,
                    8'd100,
                    8'd100,
                    8'd200,
                    8'd200,
                    8'd100,
                    8'd100,
                    8'd100,
                    8'd100,
                    8'd100,
                    8'd100
                };
                current_playtime <= 32'd0;
            end else if (is_lose && !prev_is_lose) begin
                is_playing <= 1;
                current_notelist <= {
                    8'd4,    
                    8'd3,   
                    8'd7,   
                    8'd6,   
                    8'd0,
                    8'd10,  
                    8'd8,  
                    8'd10   
                };
                current_notelist_length <= {
                    8'd150,
                    8'd150,
                    8'd150,
                    8'd150,
                    8'd110,
                    8'd200,
                    8'd100,
                    8'd100
                };
                current_playtime <= 32'd0;
            end else if (score > prev_score) begin
                is_playing <= 1;
                current_notelist <= {
                    8'd26,  
                    8'd20,  
                    8'd17,  
                    8'd13   
                };
                current_notelist_length <= {
                    8'd30,   
                    8'd30,   
                    8'd30,   
                    8'd30    
                };
                current_playtime <= 32'd0;
            end else if (live < prev_live) begin
                is_playing <= 1;
                current_notelist <= {
                    8'd12,  
                    8'd18,  
                    8'd26,  
                    8'd30,  
                    8'd34,  
                    8'd36   
                };
                current_notelist_length <= {
                    8'd50,  
                    8'd30,   
                    8'd30,   
                    8'd20,   
                    8'd20,   
                    8'd20    
                };
                current_playtime <= 32'd0;
            end else if (mouse_click) begin
                is_playing <= 1;
                current_notelist <= { 
                    8'd15,  
                    8'd16,  
                    8'd17,  
                    8'd19   
                };
                current_notelist_length <= {
                    8'd30,  
                    8'd20,  
                    8'd20,  
                    8'd30   
                };
                current_playtime <= 32'd0;
            end else begin
                is_playing <= 0;
                note <= 8'd0;
            end
        end else begin
            is_playing <= 0;
            note <= 8'd0;
            current_playtime <= 32'd0;
        end
        prev_is_win <= is_win;  
        prev_is_lose <= is_lose;  
        prev_live <= live;  
        prev_score <= score;  
    end
endmodule
--- design/flow/run.sh ---
#!/bin/bash
# OpenROAD 26Q1-2900-gdf79404cd8, Yosys 0.63+post, stock flow scripts
make -C /OpenROAD-flow-scripts/flow DESIGN_CONFIG=/design/flow/config.mk WORK_HOME=/design/flow/orfs finish
==> qor.csv <==
stage,metric,value,unit
outcome,status,"complete, no violations",
sta,final setup margin,3890,ps
drt,routed vias,5498,
sta,Slew @ Worst Pin,843,ps
worst_setup_path,critical path capture point type,register,
clocking,clock tree from TritonCTS,done,
floorplanning,Site Rows,62,
pwr,leak pwr,3.52,nW
floorplanning,Die Area,30200,um2
place,# port buffers,30,
sta,Slew Limit Fails,0,
grt,initial antenna violation count,0,
clocking,Clock Path Buffers,2,
pwr,Pwr per Cell Area,38.4,nW/um2
worst_setup_path,CP max FO,20,
worst_setup_path,CP max stage delay,900,ps
worst_setup_path,CP Cell Sequence,"clkdlybuf4s50_1, nor2_1",
synthesis,syn avg cell area,11.2,um2
grt,global-route wire length before repair,26700,um
synthesis,Async SR Flop Fraction,0,%
sta,minimum clock period,2110,ps
grt,largest net degree at the start of global routing,133,
synthesis,ys cells,791,
pwr,Clk network pwr share,38.4,%
synthesis,Top cell area share,44.8,%
worst_setup_path,critical path's slowest cell,clkdlybuf4s50_1,
synthesis,yosys synthesis chip area,8850,um2
clocking,CTS buffer count,3,
worst_setup_path,Crit path max-delay family,buffers and inverters,
place,routability-driven placement congestion ratio,0.837,
place,placed wire-length estimate,11200,um
cells_and_area,Area Overhead vs Synth,9.64,%
worst_setup_path,r2r startpoint,u_clkdiv.div_res[3]$_SDFF_PP0_,
worst_setup_path,critical path arrival,2220,ps
pwr,internal power,0.272,mW
floorplanning,Die Y,174,um
pwr,fraction of power spent switching nets,26.9,%
clocking,Worst-Skew Late Latency,240,ps
cells_and_area,logic area,2860,um2
place,pre-CTS setup slack,3600,ps
pwr,switching power,0.100,mW
cells_and_area,register area,5530,um2
synthesis,Most used DFF post-synth,edfxtp_1,
sta,relative slew slack,43.7,%
clocking,Post-CTS Hold Buffers,0,
worst_setup_path,crit path launch type,input port,
cells_and_area,fraction of layout cells with a size suffix above 1,4.97,%
sta,RSZ-0062 raised after global routing,false,
drt,Remaining DRCs,0,
pwr,Combinational Power Share,24.1,%
sta,Fmax,473,MHz
sta,clock skew,1.56,ps
synthesis,Top area cell types,"edfxtp_1 45%, dfxtp_1 18%, inv_1 3.9%",
drt,Vias/cell,4.62,
synthesis,Mapped Area,8850,um2
worst_setup_path,Levels on crit path,2,
worst_setup_path,CP endpoint,u_clkdiv.div_res[2]$_SDFF_PP0_,
synthesis,"Distinct cells, synth",54,
hold_path,Hold Path Class,register to register,
clocking,CTS resizes,0,
worst_setup_path,Buf/Inv on CP,1,
sta,final setup violation count,0,
floorplanning,boundary pin count,31,
worst_setup_path,worst setup path start,reset,
sta,final hold vios,0,
floorplanning,FP Util,30.7,%
pwr,Peak VDD IR,0.0753,mV
floorplanning,Die Width,174,um
drt,1st-iter DRT viols,436,
synthesis,post-synth top area cell,edfxtp_1,
drt,post-detailed-route wirelength per cell,13.7,um
synthesis,Post-Synthesis Cells,791,
drt,DR pass1 iterations,4,
pwr,Pwr Total,0.372,mW
worst_setup_path,Required @ worst endpoint,6100,ps
flow_run,Max-Cap Viols,0,
pwr,Flop pwr share,37.5,%
sta,Final TNS setup,0,ps
cells_and_area,Fillers,2881,
sta,register pins left without a clock,192,
synthesis,"Registers, synthesis",210,
flow_run,tool warnings,27,
clocking,Root Buffer Master,clkbuf_16,
worst_setup_path,kind of critical path,input port to register,
floorplanning,core area,28900,um2
synthesis,count of library flops with an enable pin,132,
grt,total gr overflow,0,
drt,Routed Antenna Nets,0,
synthesis,synthesis warning total,2,
grt,number of global-route vias before repair,5243,
drt,ANT cells,0,
clocking,H-tree levels,1,
synthesis,sequential area share after synthesis,62.5,%
clocking,clk slew on worst S/H paths,50,ps
synthesis,top cells by count,"132 x edfxtp_1, 91 x inv_1, 78 x dfxtp_1",
sta,endpoints left unconstrained,330,
clocking,post-CTS setup buffers,0,
sta,cycle use final,35.2,%
synthesis,Synth top cell by count,edfxtp_1,
grt,GRT Util Overall,11.2,%
worst_setup_path,reg2reg setup slack,4400,ps
worst_setup_path,R2R cell count,6,
worst_setup_path,r2r endpoint,u_clkdiv.div_res[16]$_SDFF_PP0_,
drt,final WL,16300,um
-- metal layers --
metal	wire (um)	track usage, %
met4	39	0.365
met1	8160	18.2
met2	7320	17.2
met5	0	0
met3	748	2.13
-- sequential cells by signal, indices dropped and copies added, names as in the netlist --
name	cells
is_playing	1
prev_live	3
prev_score	16
prev_is_lose	1
current_notelist	63
current_notelist_length	69
note	6
prev_is_win	1
current_playtime	32
u_clkdiv.div_res	18
-- placed cells by master, fill, tap and decap left out, types with 25 or more instances in the layout --
cell and n:
a21oi_1 66, and2_1 40, clkdlybuf4s50_1 30, dfxtp_1 76, edfxtp_1 132, ha_1 27, inv_1 91, nand2_1 71
nor2_1 36, nor4_1 25
-- final cells by class --
class,instances,area share [%]
Timing Repair Buffer,41,4.08
Tap cell,384,4.95
Sequential cell,210,57.0
Inverter,92,3.56
Clock buffer,4,0.916
Multi-Input combinational cell,458,29.5
-- worst min path at each step --
stage         cells after the start                            from  slack, ps                             end
CTS                               1  u_clkdiv.div_res[0]$_SDFF_PP0_        450  u_clkdiv.div_res[0]$_SDFF_PP0_
global route                      1  u_clkdiv.div_res[0]$_SDFF_PP0_        480  u_clkdiv.div_res[0]$_SDFF_PP0_
finish                            1  u_clkdiv.div_res[0]$_SDFF_PP0_        450  u_clkdiv.div_res[0]$_SDFF_PP0_
-- logic make-up after synthesis --
| group | Yosys count | synth area share [%] |
|---|---|---|
| fa+ha+maj | 27 | 3.82 |
| simple gates | 265 | 15.7 |
| xor+xnor | 16 | 1.58 |
| compound gates | 150 | 11.0 |
| flops | 210 | 62.5 |
| buf+inv | 123 | 5.39 |
-- through the flow --
step / instance area, um2 / hold slack (ps) / util, % / instances
6_report: 9700 / 447 / 33.6 / 1189
5_1_grt: 9700 / 478 / 33.6 / 1189
4_1_cts: 9700 / 451 / 33.6 / 1189
3_5_place_dp: 9610 / 436 / 33.3 / 1185
3_3_place_gp: 9610 / 428 / 33.3 / 1185
2_1_floorplan: 8850 / 418 / - / 791
-- power by group through the flow --
stage / clock, mW / combinational, mW / sequential [mW]
CTS: 0.147 / 0.0918 / 0.139
global route: 0.152 / 0.100 / 0.140
finish: 0.143 / 0.0898 / 0.140
Power is estimated from default activity; no workload was simulated.
