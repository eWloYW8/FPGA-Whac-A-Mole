===== design/flow/run.sh =====
#!/bin/bash
# OpenROAD 26Q1-2900-gdf79404cd8, Yosys 0.63+post, stock flow scripts
make -C /OpenROAD-flow-scripts/flow DESIGN_CONFIG=/design/flow/config.mk WORK_HOME=/design/flow/orfs finish

===== design/flow/config.mk =====
export PLATFORM = sky130hd
export DESIGN_NAME = Sseg_Dev
export DESIGN_NICKNAME = Sseg_Dev
export VERILOG_FILES = /design/flow/design.v
export SDC_FILE = /design/flow/constraint.sdc
export NUM_CORES = 4
export LEC_CHECK = 1
export CORE_UTILIZATION = 30

===== design/flow/constraint.sdc =====
current_design Sseg_Dev

set clk_period 2.4
set clk_io_pct 0.2

create_clock -name clk0 -period $clk_period [get_ports {clk}]

set non_clock_inputs [all_inputs -no_clocks]
set_input_delay [expr $clk_period * $clk_io_pct] -clock clk0 $non_clock_inputs
set_output_delay [expr $clk_period * $clk_io_pct] -clock clk0 [all_outputs]

===== design/flow/design.v =====
module FD(
    input clk,
    input D,
    output Q,
    output Qn
);
    reg Q_reg = 1'b0;
    always @(posedge clk) begin
        Q_reg <= D;    
    end
    assign Q = Q_reg;
    assign Qn = ~Q_reg;
endmodule
module HexsTo8Seg(
    input [31:0] hexs,
    input [7:0] points,
    input [7:0] LEs,
    output [63:0] seg_data
);
    HexToSeg HTS0(.hex(hexs[31:28]), .LE(LEs[7]), .point(points[7]), .segment(seg_data[7:0]));  
    HexToSeg HTS1(.hex(hexs[27:24]), .LE(LEs[6]), .point(points[6]), .segment(seg_data[15:8])); 
    HexToSeg HTS2(.hex(hexs[23:20]), .LE(LEs[5]), .point(points[5]), .segment(seg_data[23:16]));  
    HexToSeg HTS3(.hex(hexs[19:16]), .LE(LEs[4]), .point(points[4]), .segment(seg_data[31:24]));
    HexToSeg HTS4(.hex(hexs[15:12]), .LE(LEs[3]), .point(points[3]), .segment(seg_data[39:32]));
    HexToSeg HTS5(.hex(hexs[11:8]),  .LE(LEs[2]), .point(points[2]), .segment(seg_data[47:40]));
    HexToSeg HTS6(.hex(hexs[7:4]),   .LE(LEs[1]), .point(points[1]), .segment(seg_data[55:48]));
    HexToSeg HTS7(.hex(hexs[3:0]),   .LE(LEs[0]), .point(points[0]), .segment(seg_data[63:56]));
endmodule
module HexToSeg(
    input [3:0] hex,
    input LE,
    input point,
    output [7:0] segment
);
    MyMC14495 MSEG(.D3(hex[3]), .D2(hex[2]), .D1(hex[1]), .D0(hex[0]), .LE(LE), .point(point),
        .a(a), .b(b), .c(c), .d(d), .e(e), .f(f), .g(g), .p(p));
    assign segment = {a, b, c, d, e, f, g, p};
endmodule
module MyMC14495(
    input D0, D1, D2, D3,
    input LE,
    input point,
    output reg p,
    output reg a, b, c, d, e, f, g
);
    always @(*) begin
        if (LE == 1'b1) begin
            a = 1'b1;
            b = 1'b1;
            c = 1'b1;
            d = 1'b1;
            e = 1'b1;
            f = 1'b1;
            g = 1'b1;
        end else begin
            case ({D3, D2, D1, D0})
                4'b0000: {a, b, c, d, e, f, g} = 7'b0000001;
                4'b0001: {a, b, c, d, e, f, g} = 7'b1001111;
                4'b0010: {a, b, c, d, e, f, g} = 7'b0010010;
                4'b0011: {a, b, c, d, e, f, g} = 7'b0000110;
                4'b0100: {a, b, c, d, e, f, g} = 7'b1001100;
                4'b0101: {a, b, c, d, e, f, g} = 7'b0100100;
                4'b0110: {a, b, c, d, e, f, g} = 7'b0100000;
                4'b0111: {a, b, c, d, e, f, g} = 7'b0001111;
                4'b1000: {a, b, c, d, e, f, g} = 7'b0000000;
                4'b1001: {a, b, c, d, e, f, g} = 7'b0000100;
                4'b1010: {a, b, c, d, e, f, g} = 7'b0001000;
                4'b1011: {a, b, c, d, e, f, g} = 7'b1100000;
                4'b1100: {a, b, c, d, e, f, g} = 7'b0110001;
                4'b1101: {a, b, c, d, e, f, g} = 7'b1000010;
                4'b1110: {a, b, c, d, e, f, g} = 7'b0110000;
                4'b1111: {a, b, c, d, e, f, g} = 7'b0111000;
                default: {a, b, c, d, e, f, g} = 7'b1111111;
            endcase
        end
        p = ~point;
    end
endmodule
module P2S
    #(parameter BIT_WIDTH = 7) (
    input clk,
    input start,
    input [BIT_WIDTH-1:0] par_in,
    output sclk,
    output sclrn,
    output sout,
    output EN
);
    wire[BIT_WIDTH:0] Q;
    wire q;
    wire finish;
    SR_Latch SR_Latch(
        .S(start & finish),
        .R(~finish),
        .Q(q),
        .Qn()
    );
    ShiftReg #(.BIT_WIDTH(BIT_WIDTH+1)) ShiftReg (
        .clk(clk),
        .shiftn_loadp(q),
        .shift_in(1),
        .par_in({1'b0, par_in}),
        .Q(Q[BIT_WIDTH:0])
    );
    assign finish = &Q[BIT_WIDTH:1];
    assign EN = !start && finish;
    assign sclk = finish | ~clk;
    assign sclrn = 1'b1;
    assign sout = Q[0];
endmodule
module SR_Latch(
    input S,
    input R,
    output Q,
    output Qn
);
    reg Q_reg = 1'b0;
    always @(*) begin
        if(!S && R) Q_reg = 1'b0;
        else if(S && !R) Q_reg = 1'b1;
    end
    assign Q = Q_reg;
    assign Qn = ~Q_reg;
endmodule
module ShiftReg
    #(parameter BIT_WIDTH = 8) (
    input clk,
    input shiftn_loadp,
    input shift_in,
    input [BIT_WIDTH-1:0] par_in,
    output [BIT_WIDTH-1:0] Q
);
    genvar i;
    generate
        for (i = 0; i < BIT_WIDTH; i = i + 1) begin
            FD fd_inst (
                .clk(clk),
                .D(shiftn_loadp ? par_in[i] : (i == BIT_WIDTH-1 ? shift_in : Q[i+1])),
                .Q(Q[i]),
                .Qn()
            );
        end
    endgenerate
endmodule
module Sseg_Dev(
    input clk,
    input start,
    input [31:0] hexs,
    input [7:0] points,
    input [7:0] LEs,
    output sclk,
    output sclrn,
    output sout,
    output EN
);
    wire [63:0] seg_data;
    HexsTo8Seg u_HexsTo8Seg (
        .hexs(hexs),
        .points(points),
        .LEs(LEs),
        .seg_data(seg_data)
    );
    P2S #(.BIT_WIDTH(64)) u_P2S (
        .clk(clk),
        .start(start),
        .par_in(seg_data),
        .sclk(sclk),
        .sclrn(sclrn),
        .sout(sout),
        .EN(EN)
    );
endmodule

==> impl_metrics.tcl <==
# yosys + openroad results
set metrics [dict create \
    synth_cell_types 37 \
    hold_depth 1 \
    vdd_drop_max_mv 0.304 \
    largest_reg_flops 65 \
    rr_startpoint "u_P2S.ShiftReg.genblk1[56].fd_inst.Q_reg" \
    setup_slack_ps 163 \
    period_minus_slack_ps 2240 \
    critPathKind "reg -> out" \
    untimed_endpoints 2 \
    track_usage_pct 13.0 \
    r2r-end "u_P2S.ShiftReg.genblk1[55].fd_inst.Q_reg" \
    clk_pin_slew_ps 50 \
    critPathLaunchType "flip-flop" \
    gp_congestion 0.888 \
    die_area_um2 14600 \
    crit_arrival_ps 1760 \
    reg2reg_depth 2 \
    grt_pass1_vias 3343 \
    end_kind "output pin" \
    grt_pass1_wl_um 15300 \
    antenna_cells 0 \
    grt-ovfl-total 0 \
    rsz0062_at_grt "no" \
    core_area_um2 13500 \
    fp-utilization_pct 31.3 \
    warnings 67 \
    hpwl_um 6900 \
    io_buffers 52 \
    max-cap-violations 0 \
    num_vias 3524 \
    min_to "u_P2S.ShiftReg.genblk1[19].fd_inst.Q_reg" \
    path_max_fanout 2 \
    min_from "u_P2S.ShiftReg.genblk1[20].fd_inst.Q_reg" \
    grt_max_degree 79 \
    hold_violations 0 \
    min_period_over_period_pct 93.2 \
    ys_warn_count 12 \
    ys.flops 66 \
    wl_um 9280 \
    area_delta_synth_final_pct 26.9 \
    drt_first_pass_iters 4 \
    io_pins 54 \
    worstPathRequired_ps 1920 \
    worst_slew_pin_slew_ps 752 \
    setup_viol 0 \
    ys_area_um2 4220 \
    die_x_um 121 \
    tritoncts "done" \
    synth_area_um2 4220 \
    leakagePower_nw 2.39 \
    ant_nets 0 \
    post-route-util_pct 39.7 \
    unclocked_pins 1 \
    dp_slack_ps 98.5 \
    power.density_nw_per_um2 546 \
    finClkSkew_ps 5.83 \
    clk_latency_ps 430 \
    hold_class "reg -> reg" \
    tns_ps 0 \
    outcome "complete, no violations" \
    max_clock_freq_mhz 447 \
    ff2ff_setup_slack_ps 1670 \
    drive_gt1_share_pct 13.0 \
    rows 42 \
    drtIter0Drc 192 \
    drcViolationCount 0 \
    synth_area_per_cell_um2 9.03 \
    maxSlewViolCount 0 \
    maxSlewHeadroom_pct 49.9 \
    postSynthCellCount 468 \
    yosys_cells 468 \
    antenna_found_initial 0 \
    via_per_inst 4.94 \
    die_h_um 121 \
    routedWlPerCell_um 13.0 \
]
-- metal layers --
layer  wire, um  track usage (%)  vias up
li1           -                -     1818
met1       4610             19.1     1641
met2       4260             20.7       54
met3        323             2.31       11
met4         86             1.93        0
met5          0                0        -
-- cells in the mapped netlist --
| cell | number | area share, % |
|---|---|---|
| nor2_1 | 69 | 6.1 |
| dfxtp_1 | 65 | 31 |
| ha_1 | 48 | 14 |
| inv_1 | 26 | 2.3 |
| nand2_1 | 24 | 2.1 |
| a21oi_1 | 23 | 2.7 |
| mux2i_1 | 21 | 5.0 |
| buf_2 | 17 | 2.0 |
| nand4_1 | 17 | 2.5 |
| o21ai_0 | 17 | 2.0 |
| a221oi_1 | 13 | 2.7 |
| nor3_1 | 13 | 1.5 |
| o22a_1 | 13 | 2.7 |
| nand2b_1 | 11 | 1.6 |
| a31oi_1 | 10 | 1.5 |
| o32a_1 | 8 | 1.9 |
| mux4_1 | 7 | 4.4 |
| nor2b_1 | 7 | 1.0 |
| or3b_1 | 7 | 1.5 |
| a211oi_1 | 6 | 1.1 |
| buf_6 | 6 | 1.6 |
| a21boi_0 | 5 | 0.89 |
| mux2_2 | 5 | 1.3 |
| mux2_4 | 4 | 1.4 |
| nor4_1 | 4 | 0.59 |
| buf_4 | 3 | 0.53 |
| nor3b_1 | 3 | 0.53 |
| o21a_1 | 3 | 0.53 |
| o21ai_1 | 3 | 0.36 |
| a2111oi_2 | 2 | 0.71 |
| nor2_2 | 2 | 0.30 |
| and2b_1 | 1 | 0.18 |
| clkinv_1 | 1 | 0.089 |
| conb_1 | 1 | 0.089 |
| dlxtn_1 | 1 | 0.36 |
| mux2_1 | 1 | 0.27 |
| mux4_2 | 1 | 0.53 |
-- final cells by class --
cell class                      count  area [um2]
Inverter                           27         101
Clock buffer                       18         348
Timing Repair Buffer               75         686
Tap cell                          176         220
Multi-Input combinational cell    349        2660
Clock inverter                      2        12.5
Fill cell                        1290        8150
Sequential cell                    66        1330
-- worst max path at each step --
stage,cells after the start,slack (ps),end,from
global route,6,20,EN,u_P2S.ShiftReg.genblk1[55].fd_inst.Q_reg
finish,6,160,EN,u_P2S.ShiftReg.genblk1[20].fd_inst.Q_reg
CTS,6,3,EN,u_P2S.ShiftReg.genblk1[18].fd_inst.Q_reg
-- per-stage QoR --
step | instances | total power [mW] | hold slack (ps) | cell area, um2
after floorplan | 468 | 1.34 | 428 | 4220
after global placement | 689 | 1.52 | 439 | 4930
final | 713 | 2.93 | 455 | 5360
after CTS | 712 | 2.96 | 453 | 5350
after global routing | 713 | 3.06 | 475 | 5360
after detailed placement | 689 | 1.53 | 441 | 4930
-- kinds of logic (layout without fill, tap and decap cells) --
family	count (synthesis)	in the layout	share of synthesized area (%)
buf+inv	53	122	6.55
fa+ha+maj	48	48	14.2
mux	39	39	12.9
simple gates	158	158	18.0
other cells	1	1	0.0888
flops	65	65	30.8
latches	1	1	0.355
compound gates	103	103	17.1
-- power breakdown --
group / total [mW] / switching [mW] / internal, mW
Clock: 1.45 / 0.467 / 0.985
Combinational: 0.394 / 0.187 / 0.207
Sequential: 1.08 / 0.000817 / 1.08
-- timing repair --
| item | CTS | global route |
|---|---|---|
| resized | 13 | 6 |
| buffers inserted | 4 | 1 |
| pin swaps | 7 | 4 |
| hold buffers | 0 | 0 |
| endpoints found under the setup margin | 3 | 1 |
-- cell usage in the layout, fill, tap and decap left out, types with 7 or more instances in the layout --
master | synthesis | final
a221oi_1 | 13 | 13
nand2_1 | 24 | 24
dfxtp_2 | 0 | 9
nor2_1 | 69 | 68
mux2i_1 | 21 | 21
or3b_1 | 7 | 7
o21ai_0 | 17 | 17
buf_4 | 3 | 24
inv_1 | 26 | 26
o32a_1 | 8 | 8
nand2b_1 | 11 | 11
clkdlybuf4s50_1 | 0 | 50
o22a_1 | 13 | 13
nand4_1 | 17 | 17
ha_1 | 48 | 48
dfxtp_1 | 65 | 56
a31oi_1 | 10 | 10
nor2b_1 | 7 | 7
a21oi_1 | 23 | 23
clkbuf_16 | 0 | 12
nor3_1 | 13 | 13
mux4_1 | 7 | 7
-- critical path, cell delays in order (launching register included) --
cell,delay (ps)
dfxtp_1,330
nand4_1,130
nor4_2,340
nand4_1,180
buf_4,190
nor2_4,70
clkbuf_2,90
No activity file was given, so power comes from the tool's default toggle rates.
